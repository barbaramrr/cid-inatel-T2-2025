[design/flow/run.sh]
#!/bin/bash
# OpenROAD 26Q1-2900-gdf79404cd8, Yosys 0.63+post, stock flow scripts
make -C /OpenROAD-flow-scripts/flow DESIGN_CONFIG=/design/flow/config.mk WORK_HOME=/design/flow/orfs finish
[design/flow/config.mk]
export PLATFORM = sky130hd
export DESIGN_NAME = contador
export DESIGN_NICKNAME = contador
export VERILOG_FILES = /design/flow/design.v
export SDC_FILE = /design/flow/constraint.sdc
export NUM_CORES = 4
export LEC_CHECK = 1
export CORE_AREA = 10 10 70 70
export DIE_AREA = 0 0 80 80
[design/flow/constraint.sdc]
current_design contador

set clk_period 1.8
set clk_io_pct 0.2

create_clock -name clk0 -period $clk_period [get_ports {clk}]

set non_clock_inputs [all_inputs -no_clocks]
set_input_delay [expr $clk_period * $clk_io_pct] -clock clk0 $non_clock_inputs
set_output_delay [expr $clk_period * $clk_io_pct] -clock clk0 [all_outputs]
[design/flow/design.v]
module contador (
    input        clk,
    input        rst,
    output reg [3:0] cont = 4'b0000, 
    output reg dp = 1'b0,   
    output [7:0]     out
);
    display U3(.in_display(cont), .dp(dp), .out_display(out));
    always @(posedge clk or posedge rst) begin
        if (rst) begin
            cont <= 4'b0000;
            dp   <= 1'b0;
        end else if ({dp,cont}>= 5'hF) begin
            cont <= 4'b0000;
            dp   <= 1;  
        end else begin
            cont <= cont + 1;
            dp   <= 0;
        end
    end
endmodule
module display(
    input       [3:0]    in_display,
    input                dp,
    output  reg [7:0]    out_display
);
            reg [6:0]    segmentos;  
always @* begin
    case ({dp,in_display})
        5'b00000: segmentos = 7'b1111110;
        5'b00001: segmentos = 7'b0110000;
        5'b00010: segmentos = 7'b1101101;
        5'b00011: segmentos = 7'b1111001;
        5'b00100: segmentos = 7'b0110011;
        5'b00101: segmentos = 7'b1011011;
        5'b00110: segmentos = 7'b1011111;
        5'b00111: segmentos = 7'b1110000;
        5'b01000: segmentos = 7'b1111111;
        5'b01001: segmentos = 7'b1111011;
        5'b01010: segmentos = 7'b1110111;
        5'b01011: segmentos = 7'b0011111;
        5'b01100: segmentos = 7'b1001110;
        5'b01101: segmentos = 7'b0111101;
        5'b01110: segmentos = 7'b1001111;
        5'b01111: segmentos = 7'b1000111;
        default: segmentos = 7'b0000000;
    endcase
        out_display = {dp,segmentos};
    end
endmodule
==> metrics.yaml <==
outcome: "complete, but fails checks"
failed_checks: "negative setup slack"
yosys_area_um2: 449
intPower_w: 0.000198
p_clk_share_pct: 51.7
cts_buffer_depth: 2
synth-warning-count: 2
holdWs_ps: 313
pwr-share-seq_pct: 46.6
end_kind: "output port"
ys_cells: 53
post_drt_wl_per_cell_um: 12.2
clkLatencyLatePin_ps: 240
drc: 0
ys_seq_share_pct: 27.9
setup_violations: 2
final_critical_path_setup_slack_ps: -12.8
ys_sh_aoi_pct: 25.3
drive_gt1_share_pct: 69.0
fillers: 352
p_sw_share_pct: 18.0
grt_pass1_wl_um: 2550
htree_levels: 1
grt_antenna_before_repair: 0
dp_cells: 122
min_period_ps: 1810
die_area_um2: 6400
adder_share_pct: 16.7
switchingPower_w: 0.0000437
grt_pass1_vias: 514
gp_congestion: 0.812
path_clk_slew_ps: 40
std_cell_rows: 21
worstSetupPathType: "flip-flop to output port"
drt_wl_total_um: 1590
hp-class: "input pin to async pin"
vias_per_cell: 3.82
io_buffers: 14
ys_types: 23
cellLeakagePower_nw: 0.373
dp_hpwl_um: 1070
num_antenna_cells: 0
vias: 497
mux_area_share_pct: 4.74
relSlewSlack_pct: 77.8
syn_inst: 53
powerDensity_nw_per_um2: 260
area_growth_pct: 107
drv_slew: 0
rsz0062_at_grt: "true"
grt_usage_pct: 4.85
dr.first_iter.drc_count: 38
die_x_um: 80
layout_top_cell: "buf_4"
synth_xor_xnor_area_share_pct: 1.95
fin_skew_ps: 3.86
ios: 15
timing.reg2reg.setup_slack_ps: 480
numSynthFlops: 5
gr-total-overflow: 0
clock_sinks: 5
cts_made_buffers: 3
final_cell_mix: "13 x buf_4, 7 x clkdlybuf4s50_1, 7 x buf_2"
topCombFamilyByArea: "AND-OR/OR-AND gates"
fp_util_pct: 13.2
fin_cells: 130
final_util_pct: 27.3
openroad.warnings: 32
grt_start_max_net_pins: 12
crit_arrival_ps: 1450
yosys.area_share.simple_pct: 12.3
peakVddDrop_mv: 0.121
die_y_um: 80
maxCapViolations: 0
antenna_left: 0
combPwrFrac_pct: 1.7
required_ps: 1440
dr.pass1.iters: 4
crit_path_max_fanout: 4
cts_tree: "done"
root_buffer: "clkbuf_4"
fmax_mhz: 552
finalHoldViolCount: 0
core_um2: 3420
startpoint_type: "flip-flop"
synthesis.area_um2: 449
worst_pin_slew_ps: 332
synth_area_per_cell_um2: 8.48
period_used_pct: 101
-- metal layers --
layer	vias up	share of wire (%)	track usage (%)
met5	-	0	0
met4	0	0.44	1.23
met3	2	7.5	2.16
met2	13	40	6.02
met1	232	52	7.22
li1	250	-	-
-- path summary, 6_finish.rpt --
path | startpoint | to | cells after the start
setup / recovery | cont[1]$_DFF_PP0_ | out[6] | 5
hold / removal | rst | cont[3]$_DFF_PP0_ | 2
setup reg to reg | cont[0]$_DFF_PP0_ | cont[2]$_DFF_PP0_ | 4
hold reg to reg | cont[0]$_DFF_PP0_ | cont[0]$_DFF_PP0_ | 2
max in group asynchronous | rst | cont[1]$_DFF_PP0_ | 2
min in group clk0 | cont[0]$_DFF_PP0_ | cont[0]$_DFF_PP0_ | 2
-- cell families after synthesis --
kind of cell    after synthesis
compound gates               16
simple gates                 13
buf+inv                      10
flops                         5
xor+xnor                      1
mux                           2
fa+ha+maj                     6
-- through the flow --
stage	worst slack, ps	instance area [um^2]	TNS, ps	power [W]
floorplan	264	449	0	0.000116
finish	-12.8	931	-25.3	0.000242
global route	-79.3	931	-369	0.000257
detailed placement	-262	717	-1270	0.000119
CTS	-52.8	881	-78.9	0.000249
global placement	-243	717	-1160	0.000119
-- repair_timing --
action | CTS | global route
setup buffers | 3 | 1
hold buffers | 0 | 0
setup endpoints to repair | 7 | 6
pin swaps | 12 | 7
gates resized | 56 | 11
-- registers in the layout, indices dropped and copies added, names as in the netlist --
| register | count |
|---|---|
| dp | 1 |
| cont | 4 |
-- cell usage after synthesis --
library cell	n	area [um^2]
a211oi_1	4	30.0
a21oi_1	3	15.0
a221oi_1	2	17.5
a311oi_1	2	17.5
a31oi_1	1	6.26
buf_2	1	5.00
buf_4	1	7.51
buf_6	1	11.3
clkbuf_1	1	3.75
dfrtp_1	5	125
ha_1	6	75.1
inv_1	6	22.5
mux2_2	1	11.3
mux2i_1	1	10.0
nand2_1	3	11.3
nand2b_1	1	6.26
nor2_1	7	26.3
nor2b_1	1	6.26
nor3_1	1	5.00
o21ai_0	2	10.0
o21bai_2	1	11.3
o22ai_1	1	6.26
xnor2_1	1	8.76
-- area by class of cell --
class	instances	area (um^2)	area share [%]
clock buffers	4	26.3	2.82
well taps	46	57.6	6.18
inverters	6	30.0	3.23
flip-flops and latches	5	130	14.0
multi-input cells	38	439	47.2
repair buffers	31	248	26.6
-- power groups by stage --
stage / logic, W / clock network (W) / registers [W]
after global routing: 0.00000490 / 0.000140 / 0.000113
after CTS: 0.00000438 / 0.000132 / 0.000113
final: 0.00000413 / 0.000125 / 0.000113
-- worst max-delay path, stage by stage, from the launching register on --
cell and delay, ps:
dfrtp_2 430, inv_4 70, ha_4 170, mux2_4 260
a211oi_2 170, buf_2 120
Power figures rest on the tool's default switching activity, not on a simulated workload.
