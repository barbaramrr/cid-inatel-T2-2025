--- /design/flow/run.sh ---
#!/bin/bash
# OpenROAD 26Q1-2900-gdf79404cd8, Yosys 0.63+post, stock flow scripts
make -C /OpenROAD-flow-scripts/flow DESIGN_CONFIG=/design/flow/config.mk WORK_HOME=/design/flow/orfs finish
--- /design/flow/config.mk ---
export PLATFORM = sky130hd
export DESIGN_NAME = A12_4
export DESIGN_NICKNAME = A12_4
export VERILOG_FILES = /design/flow/design.v
export SDC_FILE = /design/flow/constraint.sdc
export NUM_CORES = 4
export LEC_CHECK = 1
export CORE_AREA = 10 10 70 70
export DIE_AREA = 0 0 80 80
--- /design/flow/constraint.sdc ---
current_design A12_4

set clk_period 2.3
set clk_io_pct 0.2

create_clock -name clk0 -period $clk_period [get_ports {clk}]

set non_clock_inputs [all_inputs -no_clocks]
set_input_delay [expr $clk_period * $clk_io_pct] -clock clk0 $non_clock_inputs
set_output_delay [expr $clk_period * $clk_io_pct] -clock clk0 [all_outputs]
--- /design/flow/design.v ---
module A12_4 #(parameter CONST=10,WIDTH=8)(
    input clk,rst,
    output out
);
wire out_comp;
wire [WIDTH-1:0] out_counter;
contador_8bits #(.WIDTH (8))            C1 (.clk(clk), .rst(rst), .en(out_comp), .out(out_counter));
comparador #(.CONST(CONST), .WIDTH(8)) C2  (.in(out_counter),.result(out_comp));
DFF                                     C3  (.clk(clk),.rst(rst),.D(out_comp),.Q(out));
endmodule
module DFF (
    input D, clk,rst,
    output reg Q
);
always @(posedge clk)
begin
  if (rst)
    Q <= 0;
  else
    Q <= D;
end
endmodule
module comparador #(parameter CONST = 10, parameter WIDTH = 4)(
    input  [WIDTH-1:0] in,
    output result
);
assign result = (CONST == in);
endmodule 
module contador_8bits #(parameter WIDTH = 8)(
    input clk,             
    input rst,  
    input en,     
    output reg[WIDTH-1:0] out  
);
  always @ (posedge clk) begin
    if (rst)             
      out <= {WIDTH{1'b0}};
    else                    
      if (~en) 
        out <= out + 1;
      else
        out <= out;
  end
endmodule
==> out/metrics.cfg <==
[power]
swShare=0.2318
intPower_mw=0.2380
switching_power_mw=0.07179
ir_worst_vdd_v=0.0001424
seqPwrFrac=0.549
powerDensity_mw_per_mm2=608.3
leakage_nw=0.1568
clkPwrFrac=0.386
p_comb_frac=0.065

[final_timing]
clock_skew_ns=0.004871
slew_viol_final=0
period_used_share=0.6514
whs_ns=0.4930
tightest_slew_ns=0.3456
grt_setup_unrepaired=no
fin_setup_tns_ns=0
hold_viol=0
max_freq_mhz=667.5
finalSetupViolations=0
min_period_ns=1.498
worst_slew_margin_rel=0.7691

[drt]
drt_first_iter_violations=11
vias=322
routed_wl_um=732
met3_length_um=44
wl_met1_um=355
diodes=0
met2_length_um=313
maxUsedRoutingLayer=met4
drc_errors=0
wl_per_cell_um=7.625
antenna_left=0
firstDrtPassIters=4
viasPerCell=3.354

[critical_path]
cp_slowest_cell=clkdlybuf4s50_1
cp_cell_sequence=clkdlybuf4s50_1
crit_family=buffers and inverters
cpPeakStageDelay_ns=0.47
cp_max_fo=1
endpoint_kind=output port
critPathRequiredTime_ns=1.84
path_class=reg2out
cp-start-kind=register
cp.buffers_inverters=1
crit_arrival_ns=1.04

[synth]
yosys_cells=44
synth.distinct_cells=20
yosys_warnings=2
yosysChipArea_sq_um=405.4
ys.flops=9
avgSynthCellArea_sq_um=9.213
ys_seq_frac=0.4444
syn_inst=44
synth_area_sq_um=405.4

[cts]
clkTransAtPathRegs_ns=0.06
ctsResizeCount=0
cts_root_buffer=clkbuf_4
cts_buffers=3
post_cts_buffers=0
postCtsHoldBufs=0
htree_levels=1
clockBufferDepth=2
cts.sinks=9
clkLatencyLatePin_ns=0.26
cts_tree=yes

[floorplan]
fp.coreArea_sq_mm=0.003416
dieArea_sq_mm=0.006400
pin_count=3
fp_util=0.1187
rows=21
die_y_um=80
dieWidth_um=80

[cells_and_area]
utilization=0.1491
fillers=394
drive_gt1_frac=0.1200
area_growth_pct=25.62
fin_cells=96

[worst_hold_path]
hp-class=reg2reg

[global_route]
grt_pass1_wl_mm=1.173
grt_pass1_vias=269
grt_antenna_before_repair=0
grt_max_degree=8
track_usage=0.02209
globalRouteOverflowTotal=0

[place]
place.detailed.hpwl_um=556
portBuffers=2
gp_congestion=0.7941
dp_cells=92

[run]
maxCapViolations=0
warnings=26

[status]
status=finished, final reports clean

-- synth_stat cells, drive strengths merged --
cell,instances,area (sq um)
a211oi,1,7.510
a21oi,3,15.01
dfxtp,9,180.2
ha,2,25.02
inv,2,7.510
nand2,1,3.750
nand3,4,20.02
nand4,1,6.260
nand4bb,1,16.27
nor2,4,15.01
nor3,3,15.01
o21a,1,7.510
o21ai,3,15.01
o21bai,1,7.510
or2,1,6.260
or3,4,31.28
xnor2,1,8.760
xor2,2,17.52
-- path summary, 6_finish.rpt --
kind	from	end	slack, ns	depth (start not counted)
setup / recovery	C3.Q	out	0.80	1
hold / removal	C1.out[7]	C1.out[7]	0.49	2
setup reg to reg	C1.out[0]	C1.out[6]	0.88	4
hold reg to reg	C1.out[7]	C1.out[7]	0.49	2
-- cell type report --
cell class                      count  area [sq um]  area share
Inverter                            2         7.507     0.01474
Multi-Input combinational cell     33         217.7      0.4275
Timing Repair Buffer                2         20.02     0.03931
Clock buffer                        4         26.28     0.05160
Tap cell                           46         57.56      0.1130
Sequential cell                     9         180.2      0.3538
-- cell families (layout without fill, tap and decap cells) --
family                     after synthesis  in the layout  share of synthesized area
DFF                                      9              9                     0.4444
buffers and inverters                    2              8                    0.01853
AOI/OAI and AO/OA                        9              9                     0.1296
adders and majority gates                2              2                    0.06172
and+or+nand+nor                         19             19                     0.2809
xor gates and xnor gates                 3              3                    0.06483
-- power groups by stage --
stage | sequential [mW] | combinational, mW | clock, mW
after CTS | 0.170 | 0.0202 | 0.126
after global routing | 0.171 | 0.0225 | 0.129
final | 0.170 | 0.0202 | 0.119
-- flip-flops by register name, summed over array words and instances, names as in the netlist --
name / count
C3.Q: 1
C1.out: 8
-- metal layers --
metal / track usage / vias up
li1: - / 170
met1: 0.02894 / 145
met2: 0.02970 / 5
met3: 0.01136 / 2
met4: 0.008803 / 0
met5: 0 / -
-- metrics by stage --
stage               worst slack [ns]  instance area, sq um  total power, mW
floorplan                      1.017                 405.4           0.1851
global placement              0.8603                 483.0           0.1921
detailed placement            0.8248                 483.0           0.1930
CTS                           0.7792                 509.2           0.3155
global route                  0.7649                 509.2           0.3231
finish                        0.8018                 509.2           0.3098
-- layout by cell type, fill, tap and decap left out, types with 2 or more instances in the layout --
master	count
nor2_1	4
xor2_1	2
a21oi_1	3
or3_1	2
ha_1	2
clkdlybuf4s50_1	2
o21ai_0	3
nand3_1	4
inv_1	2
dfxtp_1	9
clkbuf_4	3
nor3_1	3
Power and IR drop assume default switching activity.
