`/design/flow/design.v`:
```
module counter #(parameter WIDTH = 8)(
    input clk, reset, en,
    output reg [WIDTH-1:0] count,
    output reg carry
);
always @(posedge clk) begin
    if (reset) begin
        count <= {WIDTH{1'b0}};
        carry <= 1'b0;
    end
   else if (en) begin 
        count <= count;
        carry <= 0; 
    end
    else begin 
        if (count == {WIDTH{1'b1}}) begin
            count <= {WIDTH{1'b0}};
            carry <= 1'b1;
        end else begin
            count <= count + 1;
            carry <= 1'b0;
        end
    end
end
endmodule
module   counter_24    #(parameter W = 24) (
    input clk, reset, en,
    output reg [W-1:0] count
);
wire carry0, carry1, carry2;
wire [7:0] c1, c2, c3;
counter #(.WIDTH(8)) C1 (.clk(clk), .reset(reset), .en(en), .count(c1), .carry(carry0));
counter #(.WIDTH(8)) C2 (.clk(clk), .reset(reset), .en(~carry0), .count(c2), .carry(carry1));
counter #(.WIDTH(8)) C3 (.clk(clk), .reset(reset), .en(~carry1), .count(c3), .carry(carry2));
always @(posedge clk or posedge reset) begin
    if (reset)
        count <= 0;
    else
        count <= {c3, c2, c1};
        end
endmodule
```
`/design/flow/run.sh`:
```
#!/bin/bash
# OpenROAD 26Q1-2900-gdf79404cd8, Yosys 0.63+post, stock flow scripts
make -C /OpenROAD-flow-scripts/flow DESIGN_CONFIG=/design/flow/config.mk WORK_HOME=/design/flow/orfs finish
```
`/design/flow/config.mk`:
```
export PLATFORM = sky130hd
export DESIGN_NAME = counter_24
export DESIGN_NICKNAME = counter_24
export VERILOG_FILES = /design/flow/design.v
export SDC_FILE = /design/flow/constraint.sdc
export NUM_CORES = 4
export LEC_CHECK = 1
export CORE_AREA = 10 10 108 108
export DIE_AREA = 0 0 118 118
```
`/design/flow/constraint.sdc`:
```
current_design counter_24

set clk_period 2.5
set clk_io_pct 0.2

create_clock -name clk0 -period $clk_period [get_ports {clk}]

set non_clock_inputs [all_inputs -no_clocks]
set_input_delay [expr $clk_period * $clk_io_pct] -clock clk0 $non_clock_inputs
set_output_delay [expr $clk_period * $clk_io_pct] -clock clk0 [all_outputs]
```
==> flow_metrics.py <==
# Synthesis and PnR figures
metrics = {
    "route": {
        "drt_iter0_drc": 33,
        "routed_wl_mm": 3.43,
        "n_antenna_cell": 0,
        "avgViaCountPerCell": 3.78,
        "drc": 0,
        "wl_per_cell_microns": 11.1,
        "drtAntennaViolNets": 0,
        "dr_total_vias": 1172,
        "dr.pass1.iters": 4,
    },
    "job": {
        "warnings": 25,
        "maxCapViolCount": 0,
    },
    "critical_path": {
        "cp.buffers_inverters": 1,
        "arrival_ns": 1.93,
        "cp_slowest_cell": "or4_1",
        "cp-start-kind": "input pin",
        "reg2regPathDepth": 4,
        "slowest_delay_ns": 0.52,
        "critPathRequiredTime_ns": 2.73,
        "crit_path_end_kind": "register",
        "worst-path-stages": 4,
        "worst-path-max-fanout": 8,
        "path_delay_family": "simple AND/OR/NAND/NOR gates",
        "path_cells": "clkdlybuf4s50_1 > nand4b_4 > or4_1 > a21oi_1",
        "crit_type": "input pin to register",
    },
    "clock_network": {
        "hold_buffers": 0,
        "cts_root_buf": "clkbuf_8",
        "post_cts_resized": 0,
        "clockBufferDepth": 2,
        "cts_buffers": 5,
        "post_cts.repair.setup_buffers": 0,
        "cts_sinks": 50,
        "tritoncts": "built",
        "cts.clk_slew.worst_paths_ns": 0.10,
        "clock_latency_ns": 0.30,
        "htreeDepth": 2,
    },
    "die": {
        "rows": 35,
        "fp.dieH_microns": 118,
        "ios": 27,
        "coreArea_sq_um": 9280,
        "die_area_sq_um": 13900,
        "die_w_microns": 118,
        "initial_core_util_pct": 19.2,
    },
    "final_timing": {
        "rsz0062_at_grt": "false",
        "setup_tns_ns": 0,
        "skew_ns": 0.00908,
        "period_minus_slack_ns": 1.71,
        "finalHoldViolCount": 0,
        "relSlewSlack_pct": 70.8,
        "fmax_mhz": 586,
        "finalSetupViolCount": 0,
        "tightest_slew_ns": 0.438,
        "final_max_slew_viol_count": 0,
        "finalCritPeriodShare_pct": 68.2,
    },
    "power": {
        "power_density_nw_per_um2": 624,
        "leakagePower_nw": 0.942,
        "vdd_drop_max_mv": 0.283,
    },
    "run_status": {
        "status": "complete, no violations",
    },
    "synthesis": {
        "synth_area_per_cell_sq_um": 12.0,
        "top_cell_area_share_pct": 33.7,
        "ys.warnings.count": 2,
        "synthArstFlopShare_pct": 48.0,
        "ys_area_sq_um": 1780,
        "netlist_instances": 149,
        "ys_types": 35,
        "yosys_cells": 149,
        "synthesis.area_sq_um": 1780,
        "seq_area_frac_synth_pct": 62.9,
        "ys.flops": 50,
        "top_area_cell": "dfrtp_1",
        "flop_cell": "dfxtp_1",
        "edf_count": 0,
        "area_leaders": "dfrtp_1 34%, dfxtp_1 29%, xor2_1 4.4%, nor2_1 2.7%, a21oi_1 2.5%",
    },
    "worst_hold_path": {
        "hold_class": "register to register",
        "hold_depth": 0,
    },
    "placed_design": {
        "place_area_sq_um": 2210,
        "place_hpwl_mm": 2.45,
        "numPortBuffers": 26,
        "routabilityCongestion": 0.804,
    },
    "global_route": {
        "grt_pass1_vias": 1157,
        "antenna_found_initial": 0,
        "track_usage_pct": 4.96,
        "grt_max_degree": 22,
        "grt_pass1_wl_mm": 5.79,
        "overflow": 0,
    },
    "finish": {
        "finish.utilization_pct": 25.1,
        "fillers": 988,
        "fin_area_sq_um": 2330,
        "syn_to_final_growth_pct": 30.5,
        "drive_gt1_share_pct": 8.84,
    },
}
[where the power goes]
group	switching [mW]	leakage [nW]	total [mW]	internal, mW
clock network	0.266	0.0618	0.596	0.329
logic	0.0218	0.336	0.0397	0.0179
registers	0.00733	0.544	0.816	0.808
total	0.296	0.942	1.45	1.16
[cells by family (layout without fill, tap and decap cells)]
family / count (synthesis) / in the layout / share of synthesized area (%)
AOI/OAI and AO/OA: 25 / 25 / 8.98
xor gates and xnor gates: 12 / 12 / 5.90
adders and majority gates: 3 / 3 / 2.11
buffers and inverters: 6 / 38 / 1.40
DFF: 50 / 50 / 62.9
muxes: 4 / 4 / 2.32
and+or+nand+nor: 49 / 49 / 16.4
[placed cells by master (no fill, tap or decap), types with 3 or more instances in the layout]
cell,synthesis,layout
a21oi_1,9,9
a311oi_1,3,3
buf_4,0,3
clkbuf_8,0,6
clkdlybuf4s50_1,0,26
dfrtp_1,24,24
dfxtp_1,26,26
ha_1,3,3
mux2i_1,3,3
nand2_1,11,11
nand4_1,5,5
nor2_1,13,13
o21ai_0,3,3
o31ai_1,4,4
or4_1,3,3
xnor2_1,3,3
xor2_1,9,9
[layout make-up]
class,count,area (sq um),share of cell area [%]
flip-flops and latches,50,1120,48.2
multi-input cells,93,637,27.4
repair buffers,29,283,12.2
well taps,129,161,6.94
clock buffers,6,82.6,3.55
clock inverters,2,38.8,1.67
inverters,1,3.75,0.161
[stage by stage]
step | hold WS (ns) | power (mW) | cells | setup WS, ns
after global routing | 0.395 | 1.52 | 310 | 0.729
final | 0.378 | 1.45 | 310 | 0.794
after global placement | 0.361 | 0.874 | 302 | 0.516
after detailed placement | 0.363 | 0.874 | 302 | 0.496
after floorplan | 0.349 | 0.850 | 149 | 1.02
after CTS | 0.377 | 1.47 | 310 | 0.801
[worst reg2reg max path, cell delays in order (launching register included)]
cell,delay (ns)
dfxtp_1,0.45
ha_1,0.26
nand2_1,0.12
or3_2,0.42
a21oi_1,0.15
[sequential cells by signal (all words and copies together) (netlist names)]
name / count
C2.carry: 1
C3.count: 8
C1.carry: 1
C1.count: 8
count: 24
C2.count: 8
[synthesized netlist by cell type, drive strengths merged, types with 2 or more instances]
master	number
clkbuf	2
nor2b	2
mux2i	3
nand4b	3
a311oi	3
and4	2
and2	2
nand2	11
o21a	2
xor2	9
dfxtp	26
xnor2	3
or3	3
o31ai	4
buf	3
a31oi	2
a21oi	9
dfrtp	24
o21ai	3
nand4	6
or4	3
nor2	13
ha	3
[routing by layer]
metal	GRT usage [%]	vias up	routed length [microns]
li1	-	592	-
met1	6.42	554	1630
met2	8.01	21	1550
met3	1.80	5	213
met4	0.618	0	38
met5	0	-	0
[worst paths after layout]
check                             from          end  slack [ns]
max reg2reg                C1.count[0]  C1.count[6]        1.03
max                                 en  C1.count[7]        0.79
min                        C3.count[7]    count[23]        0.38
min reg2reg                C3.count[7]    count[23]        0.38
max in group asynchronous        reset     count[0]        1.48
min in group asynchronous        reset    count[22]        0.52
Power is estimated from default activity; no workload was simulated.
